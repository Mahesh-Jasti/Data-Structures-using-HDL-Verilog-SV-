$ cat flow/run.sh
#!/bin/bash
# OpenROAD 26Q1-2900-gdf79404cd8, Yosys 0.63+post, stock flow scripts
make -C /OpenROAD-flow-scripts/flow DESIGN_CONFIG=/design/flow/config.mk WORK_HOME=/design/flow/orfs finish
$ cat flow/constraint.sdc
current_design stack

set clk_period 10.5
set clk_io_pct 0.2

create_clock -name clk0 -period $clk_period [get_ports {clk}]

set non_clock_inputs [all_inputs -no_clocks]
set_input_delay [expr $clk_period * $clk_io_pct] -clock clk0 $non_clock_inputs
set_output_delay [expr $clk_period * $clk_io_pct] -clock clk0 [all_outputs]
$ cat flow/design.v
module stack #(parameter SIZE = 8)(
    input clk,
    input rst_n,
    input push,                
    input [31:0] data_in,
    input pop,                 
    output wire [31:0] data_out,
    output wire ready,
    output wire valid
);
    reg [31:0] stack_mem [0:SIZE-1];
    wire full, empty;
    parameter ADDR_WIDTH = $clog2(SIZE);
    reg [ADDR_WIDTH:0] top;  
    always@(posedge clk or negedge rst_n) begin
        if (!rst_n) begin
            top <= 0;  
            for(int i = 0; i < SIZE; i = i + 1) begin
                stack_mem[i] <= 32'b0;  
            end
        end else begin
            if(push && !full) begin
                top <= top + 1;  
                stack_mem[top] <= data_in;  
            end
            if(pop && !empty) begin
                top <= top - 1;  
            end
        end
    end
    assign full = (top == SIZE);  
    assign empty = (top == 0);  
    assign data_out = (valid) ? stack_mem[top - 1] : 32'hDEAD_BEAD;  
    assign ready = !full;  
    assign valid = !empty;  
endmodule
$ cat flow/config.mk
export PLATFORM = sky130hd
export DESIGN_NAME = stack
export DESIGN_NICKNAME = stack
export VERILOG_FILES = /design/flow/design.v
export SDC_FILE = /design/flow/constraint.sdc
export NUM_CORES = 4
export LEC_CHECK = 1
export CORE_UTILIZATION = 50
export SYNTH_HDL_FRONTEND = slang
==> run_results.csv <==
group,metric,value,unit
outcome,status,"completed",
global_routing,busiest_layer,"met1",
final_timing,setup_viol,0,
floorplan,pin_count,70,
route,drc,0,
hold_path,min_path_type,"reg -> reg",
logic_synthesis,synth.top_cell.area_share,54.9,%
pwr,leakage,5.85,nW
floorplan,die_w,156,µm
final_timing,relSlewSlack,47.1,%
cts,cts_tree,"done",
global_routing,track_usage,24.6,%
final_timing,fmax,157,MHz
logic_synthesis,syn-cell-area,0.0118,mm²
final_timing,maxSlewViolCount,0,
logic_synthesis,top_area_cell,"dfrtp_1",
global_routing,grt_use_met1,38.6,%
logic_synthesis,edf_count,0,
logic_synthesis,async_flop_share,100,%
global_routing,grt_overflow,0,
route,final_antenna_net_count,0,
final_timing,final.setup.tns,0,ns
cts,clock_sinks,260,
cts,hold_buffers,0,
flow_run,warnings,29,
cts,htree_levels,1,
setup_path,r2r_slack,7.45,ns
setup_path,cp.arrival,4.27,ns
logic_synthesis,synth_flops,260,
route,drt_wl_total,26500,µm
final_timing,fin_crit,6.37,ns
final_timing,rsz0062_at_grt,"no",
pwr,power_density,363,mW/mm²
setup_path,worstPathMaxFanout,56,
final_timing,fin_skew,0.00990,ns
logic_synthesis,synth_cells,801,
logic_synthesis,yosysWarnings,0,
route,drt_pass1_iterations,4,
place,post_dp_cell_area,0.0129,mm²
place,port_buffers,69,
final_layout,mostFrequentLayoutCell,"dfrtp_1",
place,dp_cells,1147,
global_routing,antenna_found_initial,0,
final_layout,syn_to_final_growth,16.0,%
route,wl_per_cell,22.2,µm
floorplan,fp_util,51.7,%
final_layout,finalInstanceArea,0.0137,mm²
logic_synthesis,synthFlopType,"dfrtp_1",
final_layout,nFillCells,1748,
cts,cts-root-buf,"clkbuf_16",
final_layout,layout_top_cells,"259 x dfrtp_1, 245 x mux2_2, 68 x clkdlybuf4s50_1",
cts,clk_path_buf_depth,3,
logic_synthesis,synth.area.top_cells,"dfrtp_1 55%, mux2_2 23%, mux4_2 8.4%",
final_timing,max_slew.worst_pin.slew,0.793,ns
place,gp_congestion,0.746,
final_timing,hold_viol,0,
final_layout,final_cells,1195,
route,drt_iter0_markers,295,
place,hpwl,15200,µm
logic_synthesis,ys_area,0.0118,mm²
global_routing,grt_util_met3,5.69,%
final_timing,finalClockPeriodUsage,60.6,%
flow_run,maxCapViolCount,0,
cts,post_cts_buffers,0,
global_routing,grt_pass1_wl,42800,µm
floorplan,num_rows,55,
setup_path,cp-start-kind,"register",
floorplan,dieArea,0.0243,mm²
global_routing,grt_pass1_vias,7536,
logic_synthesis,yosys_cells,801,
floorplan,fp.coreArea,0.0229,mm²
setup_path,endpoint_kind,"primary output",
pwr,ir_drop,0.215,mV
global_routing,grtUsageMet2,38.4,%
logic_synthesis,synth_seq_share,54.9,%
setup_path,required,8.40,ns
logic_synthesis,syn_avg_cell_area,14.8,µm²
global_routing,grt_max_degree,140,
setup_path,worstSetupPathType,"reg -> out",
route,vias,6966,
floorplan,die_y,156,µm
cts,post_cts_resize_count,0,
logic_synthesis,synth_cell_types,33,
route,via_per_inst,5.83,
cts,cts_made_buffers,29,
cts,clk_pin_slew_worst_paths,0.06,ns
route,antennaDiodeCount,0,
final_layout,drive_gt1_share,40.8,%
cts,clkLatencyLatePin,0.53,ns
through the flow:
stage / hold WS (ns) / util, % / worst slack, ns / power, mW
2_1_floorplan: 0.450 / - / 6.02 / 3.17
3_3_place_gp: 0.461 / 56.1 / 4.59 / 4.05
3_5_place_dp: 0.471 / 56.1 / 4.56 / 4.10
4_1_cts: 0.486 / 60.0 / 4.00 / 5.07
5_1_grt: 0.504 / 60.0 / 3.88 / 5.33
6_report: 0.485 / 60.0 / 4.13 / 5.00
state kept, by name, indices dropped and copies added, names as in the netlist:
name       cells
stack_mem    256
top            4
worst paths after layout:
kind / startpoint / end / cells past startpoint
worst max register to register: top[0] / top[1] / 6
worst max-delay path: top[0] / data_out[17] / 7
max in group asynchronous: rst_n / top[0] / 3
min in group asynchronous: rst_n / stack_mem[139] / 1
worst min-delay path: stack_mem[70] / stack_mem[70] / 1
worst min register to register: stack_mem[70] / stack_mem[70] / 1
synth_stat cells (all sizes together), types with 2 or more instances:
master and instances:
ha 3, nor2 3, xnor2 3, clkbuf 16, buf 36, dfrtp 260
nand3 26, inv 2, a211oi 10, nor3 13, nand2 55, mux2 286
o21ai 10, or3b 2, xor2 2, o22ai 10, mux4 44, nor2b 12
routing by layer:
metal,wire [µm],up-vias
li1,-,3080
met1,11600,3674
met2,12900,174
met3,1440,38
met4,544,0
met5,0,-
power breakdown:
part           leakage, nW  internal [mW]  switching, mW  total (mW)
Sequential            3.17           1.50          0.269        1.77
Combinational         2.24           1.37          0.921        2.29
Clock                0.439          0.561          0.379       0.940
logic make-up after synthesis:
group                      after synthesis  share of synthesized area (%)
xor gates and xnor gates                 5                          0.370
adders and majority gates                3                          0.317
DFF                                    260                           54.9
AOI/OAI and AO/OA                       34                           1.88
and+or+nand+nor                        115                           4.59
muxes                                  330                           35.6
buffers and inverters                   54                           2.37
final cells by class:
cell class / instances / area [µm²] / area share [%]
clock buffers: 41 / 821 / 5.97
clock inverters: 7 / 60.1 / 0.437
inverters: 2 / 7.51 / 0.0546
multi-input cells: 487 / 5130 / 37.3
flip-flops and latches: 260 / 6510 / 47.4
well taps: 313 / 392 / 2.85
repair buffers: 85 / 828 / 6.03
worst max-delay path, cell delays in order (launching register included):
cell and delay (ns):
dfrtp_4 0.78, inv_1 0.25, ha_4 0.73, buf_4 0.73, mux2_2 0.29, o22ai_1 0.07, nor3_1 0.32, clkdlybuf4s50_1 0.52
Power figures rest on the tool's default switching activity, not on a simulated workload.
