<file path="/design/flow/design.v">
module VC_shared_buf #(parameter LUT_SIZE = 4, parameter BUFFER_SIZE = 8) (
    input clk,
    input rst_n,
    input [$clog2(LUT_SIZE)-1:0] req_vc_id,  
    input [31:0] data_in,
    input valid_in,
    output wire req_ready,
    output wire valid_out,
    output wire [31:0] data_out,
    input commit_ready,
    input commit_id
);
    parameter LUT_SIZE_LN = $clog2(LUT_SIZE);
    parameter BUFFER_SIZE_LN = $clog2(BUFFER_SIZE);
    reg [LUT_SIZE-1:0] lut_valid;
    reg [BUFFER_SIZE-1:0] lut_head [0:LUT_SIZE-1];
    reg [BUFFER_SIZE-1:0] lut_tail [0:LUT_SIZE-1];
    reg [31:0] buffer_data [0:BUFFER_SIZE-1];
    reg [BUFFER_SIZE-1:0] buffer_avail;
    reg [BUFFER_SIZE-1:0] linked_list [0:BUFFER_SIZE-1];
    wire [BUFFER_SIZE-1:0] pri_avail;
    wire [BUFFER_SIZE-1:0] gnt_avail;
    reg [BUFFER_SIZE_LN-1:0] gnt_avail_idx;
    always@(posedge clk or negedge rst_n) begin
        if(!rst_n) begin
            lut_valid <= {LUT_SIZE{1'b0}};
            for(int i=0; i<LUT_SIZE; i=i+1) begin
                lut_head[i] <= 'd0;
                lut_tail[i] <= 'd0;
            end
        end
        else begin
            if(commit_ready && lut_valid[commit_id]) begin
                lut_valid[commit_id] <= (lut_head[commit_id] == lut_tail[commit_id]) ? 1'b0 : 1'b1;
                lut_head[commit_id] <= linked_list[lut_head[commit_id]];  
                lut_tail[commit_id] <= lut_tail[commit_id];  
            end
            else if(valid_in && req_ready) begin
                lut_valid[req_vc_id] <= 1'b1;
                lut_head[req_vc_id] <= (lut_valid[req_vc_id]) ? gnt_avail_idx : lut_head[req_vc_id];
                lut_tail[req_vc_id] <= gnt_avail_idx;
            end
        end
    end
    always@(posedge clk or negedge rst_n) begin
        if(!rst_n) begin
            buffer_avail <= {BUFFER_SIZE{1'b1}};
            for(int i=0; i<BUFFER_SIZE; i=i+1) begin
                buffer_data[i] <= 'd0;
                linked_list[i] <= 'd0;
            end
        end
        else begin
            if(commit_ready && lut_valid[commit_id]) begin
                buffer_avail[lut_head[commit_id]] <= 1'b1;
            end
            else if(valid_in && req_ready) begin
                buffer_data[gnt_avail_idx] <= data_in;
                buffer_avail[gnt_avail_idx] <= 1'b0;
                linked_list[lut_tail[req_vc_id]] <= lut_valid[req_vc_id] ? gnt_avail_idx : linked_list[lut_tail[req_vc_id]];
            end
        end
    end
    assign pri_avail[0] = 1'b0;
    for(genvar i = 0; i < BUFFER_SIZE - 1; i = i + 1) begin
        assign pri_avail[i+1] = pri_avail[i] | buffer_avail[i];
    end
    assign gnt_avail = (~pri_avail) & buffer_avail;
    always@(*) begin
        gnt_avail_idx = 0;
        for(int i = 0; i < BUFFER_SIZE; i = i + 1) begin
            if(gnt_avail[i]) begin
                gnt_avail_idx = i;
            end
        end
    end
    assign req_ready = ~|buffer_avail;  
    assign data_out = buffer_data[lut_head[commit_id]];
    assign valid_out = commit_ready && lut_valid[commit_id];
endmodule
</file>
<file path="/design/flow/run.sh">
#!/bin/bash
# OpenROAD 26Q1-2900-gdf79404cd8, Yosys 0.63+post, stock flow scripts
make -C /OpenROAD-flow-scripts/flow DESIGN_CONFIG=/design/flow/config.mk WORK_HOME=/design/flow/orfs finish
</file>
<file path="/design/flow/config.mk">
export PLATFORM = sky130hd
export DESIGN_NAME = VC_shared_buf
export DESIGN_NICKNAME = VC_shared_buf
export VERILOG_FILES = /design/flow/design.v
export SDC_FILE = /design/flow/constraint.sdc
export NUM_CORES = 4
export LEC_CHECK = 1
export CORE_UTILIZATION = 50
export SYNTH_HDL_FRONTEND = slang
</file>
<file path="/design/flow/constraint.sdc">
current_design VC_shared_buf

set clk_period 13.2
set clk_io_pct 0.2

create_clock -name clk0 -period $clk_period [get_ports {clk}]

set non_clock_inputs [all_inputs -no_clocks]
set_input_delay [expr $clk_period * $clk_io_pct] -clock clk0 $non_clock_inputs
set_output_delay [expr $clk_period * $clk_io_pct] -clock clk0 [all_outputs]
</file>
==> GITHUB_STEP_SUMMARY <==
## Implementation flow summary

| Metric | Value |
|---|---|
| Distinct lib cells used | 60 |
| Dpl hpwl | 24.1 mm |
| WL final | 39.7 mm |
| Clk slew on worst S/H paths | 0.05 ns |
| Max VDD drop | 114 uV |
| Post-CTS Setup Inserts | 0 |
| GR Util All Layers | 0.264 |
| Clock Skew | 0.0112 ns |
| Final Cycle Share | 0.657 |
| Fraction of registers with async set or reset after synthesis | 1.00 |
| Gpl congestion | 0.881 |
| Post-synth regs | 386 |
| Number of enable flip-flop cells | 0 |
| DRT Pass-1 Iters | 5 |
| Synth cell count leaders | dfrtp_1, nand2_1, clkbuf_1 |
| Biggest area cells | dfrtp_1, nand2_1, clkbuf_1, mux2i_1, nand3_1 |
| Reg2reg setup slack | 10.14 ns |
| IO buf count | 72 |
| Rel. slew slack | 0.386 |
| Setup tns final | 0 ns |
| Critical path cell sequence | clkdlybuf4s50_1, buf_4, mux2i_4, buf_4, buf_4, nor2_1, a221oi_1, o22ai_1, clkdlybuf4s50_1 |
| Die Ht | 183 um |
| First-pass GRT wire length | 64.5 mm |
| Slew @ Worst Pin | 0.920 ns |
| Leakage Power | 8.28 nW |
| Clk sinks | 386 |
| Synthesized area per cell | 10.1 um^2 |
| Slew Viols, Final | 0 |
| Clock root cell | clkbuf_16 |
| Pwr dens | 154 nW/um^2 |
| Post-DR vias/cell | 5.58 |
| Cell family with most CP delay | buffers and inverters |
| Place WS | 4.53 ns |
| Latency at later pin | 0.54 ns |
| Post-Synthesis Cells | 1631 |
| Slowest CP cell | buf_4 |
| Most common cell in the synthesized netlist | dfrtp_1 |
| Max_cap viols | 0 |
| 1st-iter DRT viols | 781 |
| Io pins | 73 |
| CTS Hold Bufs | 0 |
| Critical Path AT | 6.03 ns |
| FP Rows | 66 |
| Vias in the first global route | 11200 |
| Largest net degree at the start of global routing | 75 |
| Total CTS buffers | 41 |
| Fraction of layout cells with a size suffix above 1 | 0.0987 |
| Final min period | 8.67 ns |
| Post-route setup slack | 4.53 ns |
| Initial Utilization | 0.507 |
| DRC | 0 |
| DR vias | 10800 |
| Die Area | 33600 um^2 |
| Most frequent cell on the critical path | buf_4 |
| GR Overflow Total | 0 |
| Core footprint | 32500 um^2 |
| YS chip area | 16500 um^2 |
| Main synth FF type | dfrtp_1 |
| Fillers | 2672 |
| CP max stage delay | 0.59 ns |
| # Cells Yosys | 1631 |
| CTS tree | built |
| Post-synthesis cell area | 16500 um^2 |
| Setup Crit Path Kind | primary input to primary output |
| Pwr Total | 2.82 mW |
| Fmax | 115 MHz |
| Chip width | 183 um |
| Synth-to-Final Area Change | 11.1% |
| # diodes | 0 |
| Synth area leader | dfrtp_1 |
| Worst path bufs/invs | 5 |
| Yosys warnings | 0 |
| Clock Tree Buf Depth | 3 |
| H-tree depth | 2 |
| Initial antenna violation count | 0 |
| Largest type area fraction | 0.575 |
| Final antenna-violating net count | 0 |
| Sequential fraction of the synthesis area | 0.588 |
| CP max FO | 56 |
| Critical Path End Type | primary output |
| Wirelength per Cell | 20.4 um |
| Status | finished, final reports clean |
| RSZ-0062 raised after global routing | false |
| Req. time, crit path | 10.56 ns |
| Number of OpenROAD warnings | 25 |
| Crit path launch type | primary input |
| Final setup violation count | 0 |
| Worst hold path type | flip-flop to flip-flop |
| Final-report hold violation count | 0 |
| Post-cts resize count | 0 |
-- area by class of cell --
class | count | area (um^2) | area share
inverter | 4 | 15.0 | 0.000821
timing repair buffer | 102 | 951 | 0.0520
sequential | 386 | 9670 | 0.529
clock buffer | 56 | 1170 | 0.0642
multi-input combinational | 935 | 5640 | 0.308
tap | 442 | 553 | 0.0302
clock inverter | 16 | 284 | 0.0155
-- worst paths after layout --
check	startpoint	end	depth (start not counted)
worst max register to register	buffer_avail[4]$_DFFE_PN1P_	linked_list[53]$_DFFE_PN0P_	5
worst max-delay path	commit_id	data_out[30]	9
worst min register to register	buffer_data[209]$_DFFE_PN0P_	buffer_data[209]$_DFFE_PN0P_	0
min in group asynchronous	rst_n	linked_list[56]$_DFFE_PN0P_	1
worst min-delay path	buffer_data[209]$_DFFE_PN0P_	buffer_data[209]$_DFFE_PN0P_	0
max in group asynchronous	rst_n	buffer_data[210]$_DFFE_PN0P_	3
-- metrics by stage --
step / cell area, um^2 / utilization / instances / hold slack [ns]
floorplan: 16500 / - / 1631 / 0.428
global placement: 16800 / 0.518 / 1869 / 0.364
detailed placement: 16800 / 0.518 / 1869 / 0.365
CTS: 18300 / 0.563 / 1941 / 0.377
global route: 18300 / 0.563 / 1941 / 0.382
finish: 18300 / 0.563 / 1941 / 0.374
-- cells by family after synthesis --
| family | count (synthesis) | share of synthesized area |
|---|---|---|
| mux | 99 | 0.0697 |
| compound gates | 278 | 0.119 |
| xor+xnor | 13 | 0.00692 |
| simple gates | 545 | 0.144 |
| buf+inv | 310 | 0.0722 |
| flops | 386 | 0.588 |
-- registers in the layout, summed over array words and instances (netlist names) --
name	cells
lut_valid	4
buffer_data	256
lut_tail	22
linked_list	64
buffer_avail	8
lut_head	32
-- layout by cell type (no fill, tap or decap), types with 5 or more instances in the layout --
cell type and count:
o2111ai_1 5, nor2_1 22, o21bai_1 8, mux4_2 11, a22oi_1 24, o2bb2ai_1 22, clkbuf_8 7, buf_4 30
mux2_2 14, clkbuf_16 42, a311oi_1 6, o21ai_0 59, nand4_1 5, nand3_1 83, xor2_1 10, mux2i_1 70
a22o_1 5, a21oi_1 43, o221ai_1 11, bufinv_16 7, a221oi_1 21, dfstp_2 8, clkbuf_1 7, a211oi_1 17
dfrtp_1 378, o22ai_1 11, o21ai_1 20, nor2b_1 5, and2_1 26, clkdlybuf4s50_1 71, nor3_1 18, clkinv_2 6
nand2_1 362
-- metal layers --
metal | share of wire | GRT usage
met5 | 0 | 0
met4 | 0.020 | 0.0547
met3 | 0.062 | 0.0545
met2 | 0.46 | 0.384
met1 | 0.46 | 0.438
-- where the power goes --
| part | internal, mW | switching (mW) | total, mW |
|---|---|---|---|
| sequential | 1.24 | 0.0335 | 1.27 |
| clock | 0.762 | 0.464 | 1.23 |
| combinational | 0.168 | 0.155 | 0.323 |
Power figures rest on the tool's default switching activity, not on a simulated workload.
