===== config.mk =====
export PLATFORM = sky130hd
export DESIGN_NAME = insertion_sort
export DESIGN_NICKNAME = insertion_sort
export VERILOG_FILES = /design/flow/design.v
export SDC_FILE = /design/flow/constraint.sdc
export NUM_CORES = 4
export LEC_CHECK = 1
export CORE_UTILIZATION = 30
export SYNTH_HDL_FRONTEND = slang

===== constraint.sdc =====
current_design insertion_sort

set clk_period 19.8
set clk_io_pct 0.2

create_clock -name clk0 -period $clk_period [get_ports {clk}]

set non_clock_inputs [all_inputs -no_clocks]
set_input_delay [expr $clk_period * $clk_io_pct] -clock clk0 $non_clock_inputs
set_output_delay [expr $clk_period * $clk_io_pct] -clock clk0 [all_outputs]

===== design.v =====
module insertion_sort #(parameter ARRAY_SIZE = 8)(
    input clk,
    input rst_n,
    input [31:0] data_in [0:ARRAY_SIZE-1],
    output wire [31:0] sorted_data,
    output wire done
);
    reg [31:0] array [0:ARRAY_SIZE-1];
    reg [1:0] state;
    parameter LOAD_ARRAY = 2'b00,
              ITER_INIT  = 2'b01,
              SORT       = 2'b10,
              DONE       = 2'b11;
    parameter SIZE_LN = $clog2(ARRAY_SIZE);
    reg [SIZE_LN-1:0] iter_i, iter_j;
    reg [SIZE_LN-1:0] iter_out;
    always@(posedge clk or negedge rst_n) begin
        if (!rst_n) begin
            for (int i = 0; i < ARRAY_SIZE; i = i + 1) begin
                array[i] <= 32'h0;
            end
            iter_i <= 0;
            iter_j <= 0;
            state <= LOAD_ARRAY;
        end
        else begin
            case(state)
                LOAD_ARRAY: begin
                    for (int i = 0; i < ARRAY_SIZE; i = i + 1) begin
                        array[i] <= data_in[i];
                    end
                    state <= ITER_INIT;
                end
                ITER_INIT: begin
                    iter_i <= 'd0 ? 'd1 : iter_i + 1;
                    iter_j <= 'd0;
                    state <= SORT;
                end
                SORT: begin
                    if(iter_j == iter_i) begin
                        state <= (iter_i == ARRAY_SIZE - 1) ? DONE : ITER_INIT;
                    end
                    else begin
                        if(array[iter_j] <= array[iter_i]) begin
                            iter_j <= iter_j + 1;
                            state <= SORT;
                        end
                        else begin
                            array[iter_j] <= array[iter_i];
                            for(int k = 0; k < ARRAY_SIZE; k = k + 1) begin
                                if(k>=iter_j & k<iter_i) begin
                                    array[k+1] <= array[k];
                                end
                            end
                            state <= (iter_i == ARRAY_SIZE - 1) ? DONE : ITER_INIT;
                        end 
                    end
                end
                DONE: begin
                    state <= (iter_out == ARRAY_SIZE - 1) ? LOAD_ARRAY : DONE;  
                end
                default: begin
                end
            endcase
        end
    end
    always@(posedge clk or negedge rst_n) begin
        if (!rst_n) begin
            iter_out <= 0;
        end
        else if (state == DONE) begin
            iter_out <= iter_out + 1;  
        end
    end
    assign sorted_data = array[iter_out];
    assign done = (state == DONE);
endmodule

===== run.sh =====
#!/bin/bash
# OpenROAD 26Q1-2900-gdf79404cd8, Yosys 0.63+post, stock flow scripts
make -C /OpenROAD-flow-scripts/flow DESIGN_CONFIG=/design/flow/config.mk WORK_HOME=/design/flow/orfs finish

==> impl_metrics.ini <==
; yosys + openroad results
[outcome]
status = finished, final reports clean

[power]
power_density_nw_per_um2 = 51.5
p_switching_mw = 0.300
power_mw = 1.29
comb_power_share_pct = 6.9
vdd_drop_max_mv = 0.0436
clock_power_share_pct = 50.5
cellLeakagePower_nw = 8.63
sequentialPowerShare_pct = 42.6
internal_power_mw = 0.990
switching_share_pct = 23.3

[worst_setup_path]
worst_setup_path_start_kind = flop
crit_type = flop to primary output
arrival_ns = 3.50
critical_path_required_ns = 15.84
crit_fanout = 38
cp-end-kind = primary output

[placement]
port_buffers = 290
dp_hpwl_microns = 57200
place_area_sq_um = 23900
place_congestion = 0.925
dp.cells = 3021

[timing]
finClkSkew_ns = 0.0114
finalCritPeriodShare_pct = 37.7
final_max_slew_viol_count = 0
fin_setup_tns_ns = 0
hold_viol_final = 0
worstMarginPinSlew_ns = 0.952
setup_violations = 0
fmax_ghz = 0.134
period_needed_ns = 7.46
grt_setup_unrepaired = false
max_slew_margin_pct = 34.7

[die]
fp-row-count = 95
chip_area_sq_um = 69900
ios = 291
coreArea_sq_um = 67600
fp_util_pct = 30.5
die_x_microns = 264
die_h_microns = 264

[drt]
firstDrtPassIters = 5
n_antenna_cell = 0
viasPerCell = 6.45
antenna_left = 0
drcViolationCount = 0
routed_wl_microns = 89700
wl_per_cell_microns = 29.1
num_vias = 19900
drt_iter0_drc = 1881

[clock_network]
clock_latency_ns = 0.55
clockRootBuffer = clkbuf_16
cts.hold.buffers_added = 0
cts_tree = yes
cts_buffers = 34
cts.repair.resized = 0
ctsHtreeMaxLevel = 2
path_clk_slew_ns = 0.06
cts_buffer_depth = 3
clock_sinks = 269
postCtsSetupBuffers = 0

[logic_synthesis]
yosysWarningCount = 0
edf_count = 0
ff_type = dfrtp_1
synth_chip_area_sq_um = 20600
ys_cells = 2031
syn_avg_cell_area_sq_um = 10.2
synth.distinct_cells = 60
syn_inst = 2031
syn_area_sq_um = 20600
ys.flops = 269
async_reset_ff_share_pct = 100
ys_seq_share_pct = 32.6

[global_routing]
gr-total-overflow = 0
grt_pass1_vias = 20200
grt_max_degree = 181
grt_pass1_wl_microns = 133000
antenna_found_initial = 0
grt_use_total_pct = 26.3

[layout]
drive_gt1_share_pct = 15.4
fillers = 6364
final_cells = 3083
fin_util_pct = 37.0
fin_area_sq_um = 25000
syn_to_final_growth_pct = 21.2

[job]
maxCapViolCount = 0
warnings = 31

[hold_path]
min_path_type = flop to flop
==> Yosys cell counts (2+ instances only) <==
| cell type | number | area share, % |
|---|---|---|
| mux2i_1 | 20 | 0.97 |
| mux4_2 | 128 | 14 |
| dfrtp_1 | 268 | 32 |
| nand3_1 | 20 | 0.48 |
| clkbuf_8 | 11 | 0.73 |
| buf_1 | 5 | 0.091 |
| nor2b_1 | 3 | 0.091 |
| and3_1 | 6 | 0.18 |
| nand4_1 | 19 | 0.58 |
| xor2_1 | 5 | 0.21 |
| a22o_1 | 19 | 0.81 |
| ha_1 | 39 | 2.4 |
| o22a_1 | 32 | 1.4 |
| mux2_2 | 36 | 2.0 |
| nand2_1 | 238 | 4.3 |
| or4_4 | 2 | 0.11 |
| mux2i_2 | 5 | 0.33 |
| nand2b_1 | 7 | 0.21 |
| o311a_2 | 7 | 0.38 |
| nor2_1 | 43 | 0.78 |
| a22oi_1 | 91 | 3.3 |
| or3_1 | 2 | 0.061 |
| a211o_1 | 7 | 0.30 |
| nand4_2 | 2 | 0.12 |
| buf_2 | 42 | 1.0 |
| mux2i_4 | 10 | 1.1 |
| a31oi_1 | 2 | 0.061 |
| o21ai_0 | 232 | 5.6 |
| o211ai_1 | 225 | 8.2 |
| a221oi_1 | 19 | 0.81 |
| a21oi_1 | 52 | 1.3 |
| clkbuf_1 | 127 | 2.3 |
| buf_6 | 40 | 2.2 |
| nor3_1 | 9 | 0.22 |
| o2bb2ai_1 | 223 | 9.5 |
| buf_4 | 2 | 0.073 |
| inv_1 | 9 | 0.16 |
| and2_1 | 2 | 0.061 |
==> path summary, 6_finish.rpt <==
| path | from | to | slack (ns) | cells past startpoint |
|---|---|---|---|---|
| worst min-delay path | array[22] | array[22] | 0.54 | 1 |
| worst max-delay path | iter_out[0] | sorted_data[5] | 12.34 | 4 |
| worst min register to register | array[22] | array[22] | 0.54 | 1 |
| worst max register to register | iter_i[0] | array[206] | 13.36 | 12 |
| max in group asynchronous | rst_n | state[1] | 14.33 | 3 |
| min in group asynchronous | rst_n | array[199] | 3.41 | 1 |
==> power by group through the flow <==
stage / logic (mW) / clock network [mW] / registers [mW]
final: 0.0893 / 0.651 / 0.550
after global routing: 0.0967 / 0.682 / 0.549
after CTS: 0.0903 / 0.661 / 0.550
==> critical path, cell delays in order, from the launching register on <==
cell,delay (ns)
dfrtp_4,0.81
buf_4,0.71
mux4_2,0.59
mux2_2,0.33
clkdlybuf4s50_1,0.41
==> metrics by stage <==
stage / setup WS (ns) / hold slack [ns]
2_1_floorplan: 13.99 / 0.489
3_3_place_gp: 12.88 / 0.516
3_5_place_dp: 12.82 / 0.523
4_1_cts: 12.23 / 0.540
5_1_grt: 12.12 / 0.556
6_report: 12.34 / 0.544
==> registers in the layout (all words and copies together) (netlist names) <==
name      count
iter_out      3
iter_j        3
array       256
state         4
iter_i        3
==> cell type report <==
type	instances	area [sq um]	share of cell area, %
multi-input cells	1525	12700	50.6
repair buffers	345	3350	13.4
clock inverters	12	113	0.450
flip-flops and latches	269	6750	27.0
clock buffers	50	1030	4.13
inverters	9	33.8	0.135
well taps	873	1090	4.36
==> logic make-up after synthesis <==
| group | synth area share, % |
|---|---|
| adders and majority gates | 2.36 |
| AOI/OAI and AO/OA | 32.3 |
| muxes | 18.3 |
| buffers and inverters | 6.64 |
| and+or+nand+nor | 7.58 |
| xor gates and xnor gates | 0.212 |
| DFF | 32.6 |
==> layer usage <==
| layer | share of wire (%) | vias up | global-route usage (%) |
|---|---|---|---|
| met4 | 3.7 | 2 | 8.11 |
| met5 | 0.060 | - | 1.52 |
| met2 | 45 | 1467 | 38.8 |
| met1 | 38 | 9725 | 34.8 |
| li1 | - | 8477 | - |
| met3 | 14 | 226 | 12.3 |
==> cell usage in the layout, fill, tap and decap left out, drive strengths merged, types with 35 or more instances in the layout <==
| cell | instances |
|---|---|
| clkdlybuf4s50 | 289 |
| dfrtp | 268 |
| nand2 | 238 |
| o21ai | 234 |
| o211ai | 225 |
| o2bb2ai | 224 |
| mux4 | 128 |
| a22oi | 91 |
| buf | 56 |
| a21oi | 53 |
| clkbuf | 50 |
| nor2 | 43 |
| ha | 39 |
| mux2 | 36 |
| mux2i | 35 |
Power figures rest on the tool's default switching activity, not on a simulated workload.
